<file path="/design/flow/config.mk">
export PLATFORM = sky130hd
export DESIGN_NAME = LED_Project
export DESIGN_NICKNAME = LED_Project
export VERILOG_FILES = /design/flow/design.v
export SDC_FILE = /design/flow/constraint.sdc
export NUM_CORES = 4
export LEC_CHECK = 1
export CORE_UTILIZATION = 30
</file>
<file path="/design/flow/constraint.sdc">
current_design LED_Project

set clk_period 4.4
set clk_io_pct 0.2

create_clock -name clk0 -period $clk_period [get_ports {clk}]

set non_clock_inputs [all_inputs -no_clocks]
set_input_delay [expr $clk_period * $clk_io_pct] -clock clk0 $non_clock_inputs
set_output_delay [expr $clk_period * $clk_io_pct] -clock clk0 [all_outputs]
</file>
<file path="/design/flow/design.v">
module LED_Project(clk, sel, rst, q);
   input clk;
   input sel;
   input rst;
   output [7:0] q;
   wire  h0;
   wire  h1;
	wire  h2;
	wire  h3;
	fenpin u1(.rst(rst), .clk(clk), .clkk1(h0), .clkk2(h1));
	debounce d1(.clk(clk), .nrst(rst), .key_in(sel), .key_out(h3));
   mux u2(.a(h0), .b(h1), .sel(h3), .y(h2));
   color u3(.clk(h2), .rst(rst), .q(q));
endmodule
module color(clk, rst, q);
   input clk;
   input rst;
   output [7:0] q;
   reg [7:0]    q;
   reg [5:0]    s;
   always @(posedge clk or negedge rst)
      if (!rst)
         s <= 6'b000000;
      else if(clk==1)
      begin
         if (s == 6'b101101)
            s <= 6'b000000;
         else
			begin
            s <= s + 6'b000001;
         case (s)
				6'b000000 :
               q <= 8'b00000000;
            6'b000001 :
               q <= 8'b10000001;
            6'b000010 :
               q <= 8'b01000010;
            6'b000011 :
               q <= 8'b00100100;
            6'b000100 :
               q <= 8'b00011000;
            6'b000101 :
               q <= 8'b00000000;
            6'b000110 :
               q <= 8'b00011000;
            6'b000111 :
               q <= 8'b00111100;
            6'b001000 :
               q <= 8'b01111110;
            6'b001001 :
               q <= 8'b11111111;
            6'b001010 :
               q <= 8'b11100111;
            6'b001011 :
               q <= 8'b11000011;
            6'b001100 :
               q <= 8'b10000001;
            6'b001101 :
               q <= 8'b00000000;
            6'b001110 :
               q <= 8'b10000000;
            6'b001111 :
               q <= 8'b11000000;
            6'b010000 :
               q <= 8'b11100000;
            6'b010001 :
               q <= 8'b11110000;
            6'b010010 :
               q <= 8'b11111000;
            6'b010011 :
               q <= 8'b11111100;
            6'b010100 :
               q <= 8'b11111110;
            6'b010101 :
               q <= 8'b11111111;
            6'b010110 :
               q <= 8'b11111110;
            6'b010111 :
               q <= 8'b11111100;
            6'b011000 :
               q <= 8'b11111000;
            6'b011001 :
               q <= 8'b11110000;
            6'b011010 :
               q <= 8'b11100000;
            6'b011011 :
               q <= 8'b11000000;
            6'b011100 :
               q <= 8'b10000000;
            6'b011101 :
               q <= 8'b00000000;
				6'b011110 :
               q <= 8'b00000001;
            6'b011111 :
               q <= 8'b00000011;
            6'b100000 :
               q <= 8'b00000111;
            6'b100001 :
               q <= 8'b00001111;
            6'b100010 :
               q <= 8'b00011111;
            6'b100011 :
               q <= 8'b00111111;
            6'b100100 :
               q <= 8'b01111111;
            6'b100101 :
               q <= 8'b11111111;
            6'b100110 :
               q <= 8'b01111111;
            6'b100111 :
               q <= 8'b00111111;
            6'b101000 :
               q <= 8'b00011111;
            6'b101001 :
               q <= 8'b00001111;
            6'b101010 :
               q <= 8'b00000111;
            6'b101011 :
               q <= 8'b00000011;
            6'b101100 :
               q <= 8'b00000001;
            6'b101101 :
               q <= 8'b00000000;
            default :
               ;
         endcase
			end
      end
endmodule
module debounce(clk,nrst,key_in,key_out);
    input clk, nrst;
    input key_in;
    output reg key_out;
    localparam TIME_20MS = 1_000_000;
    reg key_cnt;
    reg [20:0] cnt;
    always @(posedge clk or negedge nrst) 
	 begin
        if(nrst == 0)
            key_cnt <= 0;
        else if(key_cnt == 0 && key_out != key_in)
            key_cnt <= 1;
        else if(cnt == TIME_20MS - 1)
            key_cnt <= 0;
    end
    always @(posedge clk or negedge nrst) 
	 begin
        if(nrst == 0)
            cnt <= 0;
        else if(key_cnt)
            cnt <= cnt + 1'b1;
        else
            cnt <= 0;
    end
    always @(posedge clk or negedge nrst) 
	 begin
        if(nrst == 0)
            key_out <= 0;
        else if(key_cnt == 0 && key_out != key_in)
            key_out <= key_in;
    end
endmodule
module fenpin(rst, clk, clkk1,clkk2);
   input rst;
	input clk;
   output  clkk1;
	output  clkk2;
   reg clkk1;
	reg clkk2;
	reg [24:0] count;
	integer cnt=0;
   always @(posedge clk or negedge rst)
      if(!rst)
			begin 
				count <= 0;
				clkk1<=0;
				clkk2<=0;
			end
		else 
			if(count == 25'd12_499_999 && cnt==0)
				begin
					count<=0;
					cnt <= 1;
					clkk1<=~clkk1;
				end
			else if(count == 25'd12_499_999 && cnt==1)
				begin
					count<=0;
					cnt <= 0;
					clkk1<=~clkk1;
					clkk2<=~clkk2;
				end
			else
				begin 
					count <= count + 1'd1;
				end
endmodule
module mux(a, b, sel, y);
	input a;
	input b;
	input sel;
	output y;
	reg y;
	always
	begin
		if(!sel) 
			y<=a;
		else 
			y<=b;
	end
endmodule
</file>
<file path="/design/flow/run.sh">
#!/bin/bash
# OpenROAD 26Q1-2900-gdf79404cd8, Yosys 0.63+post, stock flow scripts
make -C /OpenROAD-flow-scripts/flow DESIGN_CONFIG=/design/flow/config.mk WORK_HOME=/design/flow/orfs finish
</file>
==> run_results.csv <==
group,metric,value,unit
cts,tritoncts,"yes",
flow_run,stage_log_warnings,28,
sta,untimed_endpoints,30,
sta,timing.final.crit_period,2140,ps
synthesis,share_of_synthesized_cell_area_in_and_or_and_or_and_compound_cells,8.15,%
routing,drt-initial-drc-count,138,
setup_path,slowest_stage,"nor3_4",
sta,fin_hold_ws,470,ps
grt,grt_remaining_overflow,0,
setup_path,cp.arrival,2150,ps
synthesis,synth.logic.top_family,"simple AND/OR/NAND/NOR gates",
cells_and_area,regArea,1670,sq um
floorplanning,core-area,11600,sq um
synthesis,synthMuxAreaShare,1.78,%
setup_path,critPathMaxFanout,18,
grt,grt_use_met3,1.50,%
cells_and_area,post-route-util,34.2,%
sta,hold_violations,0,
setup_path,timing.setup.critical_path_class,"flip-flop to flip-flop",
floorplanning,die-height,111,um
place,dpl_worst_slack,2260,ps
cts,clk-insertion-delay-late,280,ps
grt,grt_pass1_vias,2354,
grt,grt_usage,11.0,%
synthesis,ys.flops,65,
cells_and_area,fin_cells,501,
cts,cts_hold_repair.buffers,0,
min_path,min_path_type,"flip-flop to flip-flop",
power,power_density,258,nW/um^2
sta,max_slew.worst_pin.slew,779,ps
grt,grtUsageMet2,16.3,%
setup_path,worst_setup_path_end_kind,"flip-flop",
synthesis,ys.warnings.count,4,
setup_path,crit_path_cell_trace,"ha_1 > and4_1 > nand4_1 > nor3_4 > and2_1",
synthesis,ys_chip_area,3590,sq um
sta,setup_repair_after_global_routing_missed_its_margin,"no",
grt,grt_pass1_wl,11200,um
synthesis,synth_adder_area_share,2.09,%
floorplanning,floorplan.initialDensity,31.1,%
synthesis,synth.cellmix.xorXnorShare,10.7,%
setup_path,critical_path.startpoint_type,"flip-flop",
cts,h-tree-depth,2,
place,port-buffer-count,10,
routing,route.antenna.diode_count,0,
routing,drc,0,
cts,tritoncts.num_buffers,5,
cts,post_cts_buffers,0,
sta,final_critical_path_setup_slack,2260,ps
sta,report.final.slew_viol_count,0,
sta,post-route-period-util,48.7,%
cells_and_area,layout-drive-gt1-share,7.82,%
flow_run,cap_violations,0,
synthesis,syn-cell-area,3590,sq um
sta,setup-violations-final,0,
floorplanning,placement_rows,39,
synthesis,synth.distinct_cells,60,
floorplanning,chip_area,12400,sq um
cts,worst_setup_hold_path_clk_slew,70,ps
power,p_leak,1.66,nW
sta,tns,0,ps
sta,skew,7.13,ps
cts,clk_root_buffer_cell,"clkbuf_16",
routing,routed_via_density,5.04,
routing,antenna_violating_nets_post_route,0,
power,irDropWorstVdd,0.157,mV
synthesis,enable_flop_cells,9,
cts,resized_gates_after_cts,0,
floorplanning,die-width,111,um
cells_and_area,fillCellCount,1130,
synthesis,synth_sequential_area_ratio,46.6,%
routing,drt-pass1-iter-count,20,
synthesis,postSynthCellCount,351,
outcome,outcome,"finished clean",
setup_path,critical_path.n_buffers_inverters,0,
grt,global_route.peak_usage_layer,"met1",
sta,maximum_clock_frequency,0.467,GHz
synthesis,synth.yosys.num_cells,351,
floorplanning,design.portCount,11,
sta,slew_headroom,48.1,%
synthesis,ys_sh_simple,28.4,%
place,dpl.hpwl,4170,um
place,placedCellCount,493,
synthesis,main_flop_type_after_synthesis,"dfrtp_1",
setup_path,critical_path.max_stage_delay,570,ps
cells_and_area,mi_logic_area,1840,sq um
synthesis,postSynth.asyncResetShare,86.2,%
setup_path,critPathTopFamily,"simple AND/OR/NAND/NOR gates",
synthesis,syn_avg_cell_area,10.2,sq um
cells_and_area,flow.area_growth_from_synthesis,10.1,%
place,globalplace.congestion,0.890,
grt,antenna_found_initial,0,
cts,cts_max_path_buffers,2,
grt,gr-usage-met1,18.0,%
grt,grt_start_max_net_pins,59,
setup_path,critical_path_required,4410,ps
routing,drt_wl_total,6260,um
routing,wire_per_inst,12.5,um
routing,dr_total_vias,2524,
sta,unclocked_pins,14,
[metal layers]
layer / routed length (um) / vias to the layer above
met1: 3210 / 1204
met5: 0 / -
met2: 2740 / 49
li1: - / 1269
met3: 256 / 2
met4: 46 / 0
[cells in the mapped netlist, drive strengths merged (4+ instances only)]
| master | number | share of area [%] |
|---|---|---|
| nor4b | 5 | 1.2 |
| xnor2 | 21 | 5.1 |
| nor2b | 9 | 1.8 |
| inv | 6 | 0.63 |
| xor2 | 23 | 5.6 |
| and3 | 12 | 2.1 |
| a21oi | 10 | 1.4 |
| ha | 6 | 2.1 |
| nand2b | 6 | 1.0 |
| nor2 | 24 | 2.5 |
| nand3 | 22 | 3.4 |
| and2 | 20 | 3.5 |
| nand2 | 19 | 2.0 |
| nand3b | 5 | 1.0 |
| dfrtp | 56 | 39 |
| nor4 | 4 | 1.0 |
| buf | 9 | 1.4 |
| nor3 | 9 | 1.8 |
| o21ai | 13 | 1.8 |
| and4 | 5 | 1.3 |
| nand4 | 15 | 2.8 |
| edfxtp | 9 | 7.5 |
[final timing paths]
kind,startpoint,to,slack [ps],cells after the start
setup / recovery,u1.count[0]$_DFF_PN0_,u1.cnt[0]$_SDFFCE_PN1P_,2260,5
hold / removal,u1.clkk2$_DFFE_PN0P_,u1.clkk2$_DFFE_PN0P_,470,1
setup reg to reg,u1.count[0]$_DFF_PN0_,u1.cnt[0]$_SDFFCE_PN1P_,2260,5
hold reg to reg,u1.clkk2$_DFFE_PN0P_,u1.clkk2$_DFFE_PN0P_,470,1
max in group asynchronous,rst,d1.cnt[19]$_DFF_PN0_,3200,2
min in group asynchronous,rst,u1.count[14]$_DFF_PN0_,740,2
[flip-flops by register name, summed over array words and instances, names as in the netlist]
register	count
u1.count	25
u3.s	6
d1.cnt	21
d1.key_cnt	1
u3.q	8
u1.clkk1	1
d1.key_out	1
u1.clkk2	1
u1.cnt	1
[area by class of cell]
cell class	instances	share of cell area, %
clock inverter	3	0.475
sequential	65	42.3
multi-input combinational	268	46.4
inverter	6	0.569
tap	143	4.52
timing repair buffer	11	2.59
clock buffer	5	3.16
[cell usage in the layout, fill, tap and decap left out, drive strengths merged, types with 5 or more instances in the layout]
cell type	netlist	final
nor3	9	9
nand3b	5	5
ha	6	6
edfxtp	9	9
dfrtp	56	56
clkbuf	3	5
nor2	24	24
and3	12	12
a21oi	10	10
nand2	19	19
xor2	23	23
clkdlybuf4s50	0	9
nor2b	9	9
nand4	15	15
inv	6	7
o21ai	13	13
and2	20	20
nor4b	5	5
nand2b	6	6
xnor2	21	21
and4	5	5
nand3	22	22
[power by group]
group	switching (mW)	total [mW]	internal, mW
Combinational	0.0451	0.0980	0.0529
Clock	0.165	0.376	0.211
Sequential	0.0399	0.545	0.505
Total	0.250	1.02	0.769
[worst register-to-register path: stages (launching register included)]
cell and delay [ps]:
dfrtp_1 390, ha_1 230, and4_1 260, nand4_1 190, nor3_4 570, and2_1 230
[through the flow]
stage / power [mW] / cell area [sq um]
final: 1.02 / 3960
after floorplan: 0.622 / 3590
after global routing: 1.08 / 3960
after detailed placement: 0.653 / 3810
after CTS: 1.04 / 3960
after global placement: 0.651 / 3810
[cells by family (layout without fill, tap and decap cells)]
group / Yosys count / count (layout)
multiplexers: 6 / 6
buffers and inverters: 18 / 25
AND-OR/OR-AND: 45 / 45
adder cells (fa/ha/maj): 6 / 6
AND/OR/NAND/NOR: 167 / 167
flip-flops: 65 / 65
XOR/XNOR: 44 / 44
Power figures rest on the tool's default switching activity, not on a simulated workload.
